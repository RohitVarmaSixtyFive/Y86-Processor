===== flow/config.mk =====
export PLATFORM = sky130hd
export DESIGN_NAME = fetch
export DESIGN_NICKNAME = fetch
export VERILOG_FILES = /design/flow/design.v
export SDC_FILE = /design/flow/constraint.sdc
export NUM_CORES = 4
export LEC_CHECK = 1
export CORE_UTILIZATION = 30
export SYNTH_MEMORY_MAX_BITS = 65536

===== flow/constraint.sdc =====
current_design fetch

set clk_period 26.0
set clk_io_pct 0.2

create_clock -name clk0 -period $clk_period [get_ports {clk}]

set non_clock_inputs [all_inputs -no_clocks]
set_input_delay [expr $clk_period * $clk_io_pct] -clock clk0 $non_clock_inputs
set_output_delay [expr $clk_period * $clk_io_pct] -clock clk0 [all_outputs]

===== flow/design.v =====
module fetch(clk, PC, icode, ifun, rA, rB, valC, valP, imem_error, instr_valid, hlt);
    input clk;
    input [63:0] PC;
    output reg [3:0] icode;
    output reg [3:0] ifun;
    output reg [3:0] rA;
    output reg [3:0] rB;
    output reg [63:0] valC;
    output reg [63:0] valP;
    output reg instr_valid; 
    output reg imem_error;
    output reg hlt;
    reg [0:79] instruction;  
    reg [7:0] memory[0:1023];  
    reg [0:7] opcode;  
    reg [0:7] regids;  
    initial
    begin
        rA = 4'h0;
        rB = 4'h0;
        valC = 64'd0;
        valP = 64'd0;
        hlt = 0;
        instr_valid = 0;
        imem_error = 0;
    end
    initial 
    begin
    memory[0]=8'b00110000;  
    memory[1]=8'b00000000;  
    memory[2]=8'b00000000;           
    memory[3]=8'b00000000;           
    memory[4]=8'b00000000;           
    memory[5]=8'b00000000;           
    memory[6]=8'b00000000;           
    memory[7]=8'b00000000;           
    memory[8]=8'b00000000;          
    memory[9]=8'b00000000;  
    memory[10]=8'b00110000;  
    memory[11]=8'b00000010;  
    memory[12]=8'b00000000;           
    memory[13]=8'b00000000;           
    memory[14]=8'b00000000;           
    memory[15]=8'b00000000;           
    memory[16]=8'b00000000;           
    memory[17]=8'b00000000;           
    memory[18]=8'b00000000;          
    memory[19]=8'b00010000;  
    memory[20]=8'b00110000;  
    memory[21]=8'b00000011;  
    memory[22]=8'b00000000;           
    memory[23]=8'b00000000;           
    memory[24]=8'b00000000;           
    memory[25]=8'b00000000;           
    memory[26]=8'b00000000;           
    memory[27]=8'b00000000;           
    memory[28]=8'b00000000;          
    memory[29]=8'b00001100;  
    memory[30]=8'b01110000;  
    memory[31]=8'b00000000;  
    memory[32]=8'b00000000;  
    memory[33]=8'b00000000;  
    memory[34]=8'b00000000;  
    memory[35]=8'b00000000;  
    memory[36]=8'b00000000;  
    memory[37]=8'b00000000;  
    memory[38]=8'b00100111;  
        memory[39]=8'b01100000;  
        memory[40]=8'b00110011;  
        memory[41]=8'b01110011;  
        memory[42]=8'b00000000;  
        memory[43]=8'b00000000;  
        memory[44]=8'b00000000;  
        memory[45]=8'b00000000;  
        memory[46]=8'b00000000;  
        memory[47]=8'b00000000;  
        memory[48]=8'b00000000;  
        memory[49]=8'b01111010;  
        memory[50]=8'b01100000;  
        memory[51]=8'b00000010;  
        memory[52]=8'b01110011;  
        memory[53]=8'b00000000;  
        memory[54]=8'b00000000;  
        memory[55]=8'b00000000;  
        memory[56]=8'b00000000;  
        memory[57]=8'b00000000;  
        memory[58]=8'b00000000;  
        memory[59]=8'b00000000;  
        memory[60]=8'b01111101;  
        memory[61]=8'b01110000;  
        memory[62]=8'b00000000;  
        memory[63]=8'b00000000;  
        memory[64]=8'b00000000;  
        memory[65]=8'b00000000;  
        memory[66]=8'b00000000;  
        memory[67]=8'b00000000;  
        memory[68]=8'b00000000;  
        memory[69]=8'b01000110;  
        memory[70]=8'b00000000;  
    end
    always@(posedge clk)
    begin
        if(PC > 64'd1023)
        begin
            imem_error = 1;  
        end
        else
        begin
            imem_error = 0;
            instruction = {memory[PC], memory[PC+64'd1], memory[PC+64'd2], memory[PC+64'd3], memory[PC+64'd4], memory[PC+64'd5], memory[PC+64'd6], memory[PC+64'd7], memory[PC+64'd8], memory[PC+64'd9]}; 
            icode = instruction[0:3];
            ifun = instruction[4:7];
            if(icode < 4'd0 || icode > 4'd11)
            begin
                instr_valid = 1;  
            end
            else
            begin
                instr_valid = 0;
    case (icode)
        4'd0: begin
            hlt = 1;
            valP = PC + 64'd1;
        end
        4'd1: begin
            valP = PC + 64'd1;
        end
        4'd2: begin
            regids = memory[PC+64'd1];
            rA = regids[0:3];
            rB = regids[4:7];
            valP = PC + 64'd2;
        end
        4'd3: begin
            regids = memory[PC+64'd1];
            rA = regids[0:3];
            rB = regids[4:7];
            valC = instruction[16:79];
            valP = PC + 64'd10;
        end
        4'd4: begin
            regids = instruction[8:15];
            rA = regids[0:3];
            rB = regids[4:7];
            valC = instruction[16:79];
            valP = PC + 64'd10;
        end
        4'd5: begin
            regids = instruction[8:15];
            rA = regids[0:3];
            rB = regids[4:7];
            valC = instruction[16:79];
            valP = PC + 64'd10;
        end
        4'd6: begin
            regids = instruction[8:15];
            rA = regids[0:3];
            rB = regids[4:7];
            valP = PC + 64'd2;
        end
        4'd7: begin
            valC = instruction[8:71];
            valP = PC + 64'd9;
        end
        4'd8: begin
            valC = instruction[8:71];
            valP = PC + 64'd9;
        end
        4'd9: begin
            valP = PC + 64'd1;
        end
        4'd10: begin
            regids = instruction[8:15];
            rA = regids[0:3];
            rB = regids[4:7];
            valP = PC + 64'd2;
        end
        4'd11: begin
            regids = instruction[8:15];
            rA = regids[0:3];
            rB = regids[4:7];
            valP = PC + 64'd2;
        end
        default: begin
            instr_valid = 1;  
        end
    endcase
end
            end
        end    
endmodule

===== flow/run.sh =====
#!/bin/bash
# OpenROAD 26Q1-2900-gdf79404cd8, Yosys 0.63+post, stock flow scripts
make -C /OpenROAD-flow-scripts/flow DESIGN_CONFIG=/design/flow/config.mk WORK_HOME=/design/flow/orfs finish

==> run summary <==
Entry: Yosys synthesis followed by OpenROAD place and route.

Synth:
- The run gives the most common cell in the synthesized netlist as sky130_fd_sc_hd__nand2_1.
- The run gives the cell area after synthesis as ~12,000 um^2.
- The run gives the synthesized instance count as ~1,400.
- The run puts the number of unique standard cell types used by synthesis at 94.
- The main area contributors are sky130_fd_sc_hd__edfxtp_1 (35%), sky130_fd_sc_hd__xnor2_1 (5.9%), sky130_fd_sc_hd__nand2_1 (5.0%).
- The synthesis run shows the most used standard cells to be sky130_fd_sc_hd__nand2_1 (157), sky130_fd_sc_hd__edfxtp_1 (136), sky130_fd_sc_hd__nor2_1 (94), sky130_fd_sc_hd__a21oi_1 (91), sky130_fd_sc_hd__o21ai_0 (87).
- The run gives the most used flip-flop cell as sky130_fd_sc_hd__edfxtp_1.
- The run gives the post-synth tally of flip-flops with integrated enable as 136.
- Looking at area per cell type in the netlist, the leader is sky130_fd_sc_hd__edfxtp_1.
- The run gives the share of synthesized registers carrying an async set or reset as 0.
- The share of synthesized area in the top cell type comes to 0.350.
- The run gives the synthesis area per yosys as 11,700 um^2.
- The run puts the number of warnings printed during yosys synthesis at 1.
- The run gives the cell count listed in synth_stat.txt as around 1,400.
- The run puts the post-synthesis sequential element count at about 140.
- For reference, the post-synthesis area per instance comes to ~8.5 um^2.
- The run gives the share of synthesized area occupied by flip-flops and latches as 0.351.

Power and ir drop:
- The run puts the total leakage power at between 4 and 5 nW.
- The run gives the areal power density over the cells as between 40 and 50 nW/um^2.
- The run gives the peak supply drop as approximately 0.035 mV.

GRT:
- The number of global-route vias before repair came to approximately 11,000.
- The run gives the initial antenna violation count as 0.
- The run puts the global-route wire length before repair at just under 70,000 um.
- The run gives the largest net degree at the start of global routing as approximately 58.
- The run puts the global route total overflow at 0.
- In the global route stage, overall resource usage came out at 0.240.

Critical path:
- The data required time reported for the critical path is around 26,000 ps.
- STA classifies the critical path startpoint as a primary input.
- The run gives the largest fanout on the critical path as 13.
- Looking at the setup timing report, the critical path kind is in -> reg.
- STA classifies the critical path endpoint as a register.
- The data arrival time reported for the critical path is ~9600 ps.

Drt:
- The run puts the count of antenna-violating nets left after detailed routing at 0.
- The run puts the number of detailed-route iterations in the first pass at 5.
- The run gives the violation tally from detailed-route iteration zero as approximately 1,200.
- In the routed netlist, the antenna diode instances number 0.
- The run gives the sum of routed wire length over all layers as approximately 47,000 um.
- Per the detail_route report, the via count comes to 11,755.
- In the final routed layout, each cell accounts on average for about 23 um.
- In the routed design, unresolved DRC markers number 0.
- For this run, the detailed router reports a per-instance via density of between 5 and 6.

Clocking:
- The run gives the clock tree from TritonCTS as yes.
- On the worst setup and hold paths after CTS, the clock-pin slew comes to around 70 ps.
- The run puts the largest buffer count on any clock path at 2.
- TritonCTS created 17 clock buffers.
- The run gives the number of sinks driven by the clock tree as between 100 and 150.
- The run gives the root buffer cell as sky130_fd_sc_hd__clkbuf_16.
- The run puts the number of setup buffers added after CTS at 0.
- The report puts the hold buffer count at CTS at 0.
- The run gives the total of cells resized after clock tree synthesis as 0.
- Looking at the clock tree report, the H-tree level count equals 4.

Placed design:
- After detailed placement, the design holds a cell count of roughly 2,000.
- The run gives the detailed placement HPWL as between 30,000 and 40,000 um.
- The run puts the count of port buffers added during placement at 201.
- The run puts the routability congestion estimate at just under 1.
- The run gives the area of placed instances as ~14,000 um^2.

Final timing:
- The run gives the worst relative slew slack as 0.348.
- The run puts the setup TNS after final layout at 0 ps.
- The clock period could shrink to around 9400 ps.
- The run gives the number of slew-limit violations in the final report as 0.
- Endpoints failing hold in the final report were tallied at 0.
- Setup repair after global routing left no endpoint under its margin.
- The run gives the total setup violations reported at the end of the flow as 0.
- The run gives the slew at the pin closest to its max-slew limit as about 970 ps.
- Based on the critical path, the design can be clocked at up to approximately 110 MHz.
- The run gives the post-layout period usage of the worst path as 0.362.

Flow run:
- The run puts the number of warnings in the stage logs at approximately 41.
- The report counts max-capacitance violations totalling 0.

Die:
- The die covers 39,700 um^2.
- The vertical die dimension reported for this design is 199 um.
- The run gives the horizontal die dimension as around 200 um.
- For this configuration, the core starts out at a cell density of 0.307.
- The run gives the area of the core as about 38,000 um^2.
- The run gives the number of primary I/O pins as between 200 and 250.
- The run puts the count of standard-cell rows at about 71.

Final layout:
- The run puts the signed area change from the synthesized netlist to the final layout at 26.1%.
- The run puts the final design utilization at 0.387.
- The run gives the final design instance area without fill as 14,700 um^2.
- After filler insertion, the fill cell instance count of the layout stands at 3,859.
- The run gives the fraction of final layout cells sized beyond drive strength 1 as 0.0711.
- The run gives the final standard cell count with taps included and fillers excluded as between 2,000 and 2,500.

Hold path:
- In the hold report, the worst path ends at valP[63]$_DFFE_PP_.
- In this run the worst hold path is classified as in -> reg.
- Per the hold report, the tightest min-delay path originates at PC[63].
- Along the worst hold path, the cell count comes to 2.

Status:
- The run finished with clean final reports.
## critical path: stages
cell and delay (ps):
sky130_fd_sc_hd__clkdlybuf4s50_1 700, sky130_fd_sc_hd__inv_1 340, sky130_fd_sc_hd__ha_1 470, sky130_fd_sc_hd__nor2b_1 550, sky130_fd_sc_hd__nor4b_2 120, sky130_fd_sc_hd__a2111oi_4 660
sky130_fd_sc_hd__mux2i_1 470, sky130_fd_sc_hd__or4_1 650, sky130_fd_sc_hd__nor4_2 300, sky130_fd_sc_hd__xor2_1 100
## cells in the final DEF, fill, tap and decap left out, drive strengths merged, types with 16 or more instances in the layout
cell	count
a21oi	92
a31oi	19
buf	38
clkbuf	17
clkdlybuf4s50	201
edfxtp	136
ha	22
inv	17
mux2i	36
nand2	158
nand2b	18
nand3	74
nand4	37
nor2	95
nor2b	16
nor3	58
nor4	30
o211ai	16
o21ai	95
xnor2	78
xor2	36
## metrics by stage
step	worst slack (ps)	hold WS, ps	total power [mW]
after global routing	16310	5510	0.679
after detailed placement	16210	5890	0.416
final	16590	5520	0.653
after global placement	16370	5890	0.417
after CTS	16650	5490	0.654
after floorplan	13400	5390	0.361
## sequential cells by signal (all words and copies together), names as in the netlist, 3 cells and up
name,cells
valP,64
valC,56
ifun,4
rB,4
icode,3
rA,3
## kinds of logic after synthesis
family                     count (synthesis)  share of synthesized area
buffers and inverters                    127                     0.0483
and+or+nand+nor                          554                      0.238
xor gates and xnor gates                 115                     0.0874
other                                      2                   0.000643
adders and majority gates                 22                     0.0236
muxes                                     53                     0.0508
AOI/OAI and AO/OA                        356                      0.199
DFF                                      137                      0.351
## power breakdown
part           internal [mW]  switching [mW]
combinational         0.0586           0.112
sequential             0.245               0
clock                  0.139          0.0977
total                  0.443           0.210
## metal layers
| layer | track usage | routed length (um) | part of all wire |
|---|---|---|---|
| met5 | 0 | 0 | 0 |
| met4 | 0.0325 | 739 | 0.016 |
| met3 | 0.0751 | 5020 | 0.11 |
| met2 | 0.327 | 19800 | 0.42 |
| met1 | 0.385 | 21300 | 0.46 |
## cell type report
class,count,area (um^2),area share
repair buffers,239,2300,0.156
well taps,511,639,0.0434
flip-flops and latches,137,4100,0.279
clock inverters,13,131,0.00892
multi-input cells,1112,7070,0.480
clock buffers,17,425,0.0289
inverters,16,60.1,0.00408
## worst max-delay path by stage
stage | end | from | slack, ps | cells after the start
6_report | valP[59]$_DFFE_PP_ | PC[1] | 16590 | 10
5_1_grt | valP[46]$_DFFE_PP_ | PC[1] | 16310 | 10
4_1_cts | valP[59]$_DFFE_PP_ | PC[1] | 16650 | 10
Power figures rest on the tool's default switching activity, not on a simulated workload.
